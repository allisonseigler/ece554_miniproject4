==> flow/design.v <==
module fifo
  #(
  parameter DEPTH=8,
  parameter BITS=64
  )
  (
  input clk,rst_n,en,
  input [BITS-1:0] d,
  output logic [BITS-1:0] q
  );
  logic [(DEPTH*BITS) - 1:0] buffer;
  always_ff @ (posedge clk, negedge rst_n) begin
  	if (~rst_n) begin
		buffer <= 0;
	end else if (en) begin
		buffer <= buffer << BITS;
		buffer[BITS-1:0] <= d;
	end
  end		
  assign q = buffer[(BITS*DEPTH) -1 : (BITS*(DEPTH-1))];
endmodule  
==> flow/run.sh <==
#!/bin/bash
# OpenROAD 26Q1-2900-gdf79404cd8, Yosys 0.63+post, stock flow scripts
make -C /OpenROAD-flow-scripts/flow DESIGN_CONFIG=/design/flow/config.mk WORK_HOME=/design/flow/orfs finish
==> flow/config.mk <==
export PLATFORM = sky130hd
export DESIGN_NAME = fifo
export DESIGN_NICKNAME = fifo
export VERILOG_FILES = /design/flow/design.v
export SDC_FILE = /design/flow/constraint.sdc
export NUM_CORES = 4
export LEC_CHECK = 1
export CORE_UTILIZATION = 50
==> flow/constraint.sdc <==
current_design fifo

set clk_period 1.5
set clk_io_pct 0.2

create_clock -name clk0 -period $clk_period [get_ports {clk}]

set non_clock_inputs [all_inputs -no_clocks]
set_input_delay [expr $clk_period * $clk_io_pct] -clock clk0 $non_clock_inputs
set_output_delay [expr $clk_period * $clk_io_pct] -clock clk0 [all_outputs]
==> writeup.txt <==
The flow ran to the end, and the final reports show no timing, DRC or antenna violations. The total via count in the routed design is 9034. CTS reports a maximum clock tree buffer depth of 3. Counting cells, the worst reg-to-reg path comes to 3. Registers take 12810 µm².

Total number of cells along the worst setup path: 1. The type recorded for the worst min-delay path is in2reg. The clock latency of the later-clocked register in the worst-skew pair was 0.57 ns. In this run, synthesis inferred 0 flip-flops with an integrated enable.

CTS added clock buffers totalling 53. The total number of clock tree sinks came out at 512. The buffering stage count on the worst path with inverters included is 1, and the number of standard cells after synthesis is 1145. The ratio of routed vias to standard cells was 4.920; the worst endpoint data arrival time was 1.13 ns.

The cell taking the most area after synthesis was sky130_fd_sc_hd__dfrtp_1. Max-slew check failures listed in the final report amount to 0. The number of maximum-capacitance violations recorded for the run is 0.

STA classifies the critical path endpoint as a primary output. Entering global routing, the biggest net connects 77 pins. Worst hold path stage count: 3.

The tools report the start of the worst register-to-register path as buffer[453]. Largest register by flop count: buffer. The floorplan step set the die width to 200.5 µm. By startpoint and endpoint, the worst setup path is classified as reg2out. Relative to the synthesized area, the layout overhead comes to 16.99%.

In this run the cell area measured after placement is 21230 µm². The detailed router reports a met2 wire length of 12410 µm. The run gives 0.6503 for the top-area cell type share of the netlist area. In the log, the iteration count for the first detailed-route pass is 4. Detailed placement ended at an HPWL of 17110 µm. Per the OpenROAD floorplan log, the area of the die is 40200 µm². Count of pins on the block boundary: 131. For this run, the final setup violation count is recorded as 0. The area occupied by multi-input gates is 5766 µm². On the critical path the largest part of the delay comes from flip-flops. The first element of the critical path was buffer[456]. The core region is 38740 µm².

The timing report gives the clock slew at the launch and capture registers of the worst setup and hold paths as 0.06 ns. The root buffer cell was sky130_fd_sc_hd__clkbuf_16. After layout, the setup clock skew is reported as 0.005736 ns.

Once layout is done, the placed cells without fillers occupy 23050 µm². The most critical hold endpoint after final layout shows a slack of 0.2416 ns. The via count of the first global-routing pass came out at 9194. Dividing the synthesized area by the synthesized cell count gives 17.21 µm². The run gives 512 for the flip-flop count of the largest register after layout. The kind of launch point of the worst setup path is a register.

Counting I/O delays and the setup requirement, the final critical path takes 1.434 ns. For this run, the chip area from Yosys synthesis comes to 19700 µm². The synthesized netlist contains 6 unique library cells.

The tools report the antenna violation net count after detailed routing as 0. For this run the aggregate overflow at the end of global routing stands at 0. The proportion of layout cells with a drive suffix above 1 came out at 0.5061.

The tools report the relative slew slack as 0.4203. The power density over the cells was 1616 nW/µm²; the required time of the worst setup path was 1.20 ns. The run gives 0.7286 for the routability congestion estimate. The tools report the routed length on met3 as 1127 µm. The DRC violation count after routing was 0.

The count of buffers added on input and output ports is 130. The first-iteration detailed-routing DRC count is 270. Per the synth log, the flip-flop and latch total comes to 512. For the pin with the worst max-slew slack, the measured transition is 0.8667 ns. Slowest cell on the critical path: sky130_fd_sc_hd__dfrtp_1. The vertical extent of the die was 200.5 µm. The registers reported with the highest flop counts are buffer: 512 flops. The longest incremental delay of any stage on the critical path is reported as 0.39 ns.

With the yosys cell count at 1145, the H-tree depth is 2. The design draws 0.03725 W. The maximum ir drop on the vdd rail is 0.0009895 V. Share of synthesized registers carrying an async set or reset: 1.000. The worst hold path begins at en. The layout has 2957 filler cells. The part of the Yosys area used for sequential elements is 0.6503. The logs give 0 ns for the total negative setup slack and 0.1549 for the overall global routing resource usage. The uppermost signal routing layer after detailed routing was met5.

Largest fanout on the critical path: 2. The run gives 72 for the number of rows in the core area. Across all stage logs, warnings added up to 25.

The static leakage power is 9.943 nW. The first global-routing pass estimated 48700 µm of wire. For the initial antenna violation count, the log shows 3.

The leading register cell type out of synthesis is sky130_fd_sc_hd__dfrtp_1. The run gives 0 for the final count of hold timing violations. After detailed routing, the wire length on met1 is 13390 µm.

Before any placement, the netlist area is recorded as 19700 µm². Listed in order, past its start point the critical path passes clkdlybuf4s15_1. Derived from the worst setup path, the maximum achievable clock frequency is 0.6972 GHz. The run gives 27860 µm for the overall routed net length. TritonCTS built the clock tree. The run gives 1 as the number of warning messages in the yosys log.

In the final routed layout, each cell accounts on average for 15.18 µm. Sorting the synthesized cells by area gives the leading types as sky130_fd_sc_hd__dfrtp_1 (65%), sky130_fd_sc_hd__mux2_2 (29%), sky130_fd_sc_hd__buf_6 (2.6%). Initial cell density of the core: 0.5086. Ranked by instance count, the synthesized netlist is headed by sky130_fd_sc_hd__dfrtp_1 (512), sky130_fd_sc_hd__mux2_2 (512), sky130_fd_sc_hd__buf_4 (64), sky130_fd_sc_hd__buf_6 (46), sky130_fd_sc_hd__clkbuf_8 (8).

Fraction of the cycle the final worst path needs: 0.9562.
-- routing by layer --
metal	GRT usage	up-vias
met1	0.2720	4574
met3	0.02904	63
li1	-	4279
met4	0.04417	2
met5	0	-
met2	0.2122	116
-- power breakdown --
group | internal (W) | switching, W | leakage (nW)
sequential | 0.0175 | 0.00177 | 6.05
clock | 0.00722 | 0.00495 | 0.796
combinational | 0.00422 | 0.00158 | 3.10
-- cell type report --
cell class,instances,share of cell area
clock buffers,88,0.06976
flip-flops and latches,512,0.5559
repair buffers,200,0.09489
clock inverters,4,0.0009771
well taps,518,0.02812
diodes,2,0.0002171
multi-input cells,512,0.2501
-- what timing repair did --
action	4_1_cts	5_1_grt
endpoints found under the setup margin	64	6
buffers inserted	18	2
resized	149	4
hold endpoints to repair	282	0
hold buffers	2	0
-- metrics by stage --
step,util,setup slack [ns],instances
4_1_cts,0.5950,0.002925,1832
5_1_grt,0.5950,-0.0006924,1836
6_report,0.5950,0.06570,1836
3_5_place_dp,0.5480,0.1633,1714
3_3_place_gp,0.5480,0.1698,1714
2_1_floorplan,-,0.3271,1145
-- layout by cell type (no fill, tap or decap), drive strengths merged --
cell type / n
clkdlybuf4s15: 49
clkdlybuf4s50: 64
clkinv: 3
clkinvlp: 1
clkbuf: 91
dfrtp: 512
buf: 79
mux2: 512
diode: 2
dlygate4sd3: 5
-- cell families after synthesis --
logic type | count (synthesis) | share of synthesized area
muxes | 512 | 0.2926
buffers and inverters | 121 | 0.05703
DFF | 512 | 0.6503
-- worst paths after layout --
check	endpoint	slack [ns]
setup / recovery	q[8]	0.07
hold / removal	buffer[194]	0.24
setup reg to reg	buffer[453]	0.52
hold reg to reg	buffer[203]	0.49
max in group asynchronous	buffer[144]	0.27
min in group asynchronous	buffer[188]	0.63
Power and IR drop assume default switching activity.
